==> flow/design.v <==
module RAM_SPI(clk,rst_n,din,rx_valid,dout,tx_valid);
  parameter MEM_DEPTH = 256;
  parameter ADDR_SIZE = 8;
  input clk,rst_n,rx_valid;
  input [9:0] din;
  output reg tx_valid;
  output reg [7:0] dout;
  reg [ADDR_SIZE-1:0] mem [MEM_DEPTH-1:0];
  reg [ADDR_SIZE-1:0] addr;
  always@(posedge clk)begin
     if(~rst_n)begin
        dout <= 0;
        tx_valid <= 0;
        addr <= 0;
     end
     else begin
        if(rx_valid)begin
           tx_valid <= 0;
           case(din[9:8])
             2'b00 : addr <= din[7:0];
             2'b01 : mem[addr] <= din[7:0];
             2'b10 : addr <= din[7:0];
             2'b11 :begin
                dout <= mem[addr];
                tx_valid <= 1;
             end 
           endcase 
        end
     end
  end
endmodule
module SPI_Slave(clk,rst_n,MOSI,MISO,SS_n,rx_data,rx_valid,tx_data,tx_valid);
   parameter IDLE = 3'b000;
   parameter CHK_CMD = 3'b001;
   parameter WRITE = 3'b010;
   parameter READ_ADD = 3'b011;
   parameter READ_DATA = 3'b100;
   input clk,rst_n,MOSI,SS_n,tx_valid;
   input [7:0] tx_data;
   output reg MISO;
   output reg [9:0] rx_data;
   output rx_valid;
   (* fsm_encoding = "gray" *)
   reg [2:0] cs,ns;
   reg [3:0] count_add, count_data;
   reg C_READ;
   always@(posedge clk,negedge rst_n)begin
      if(~rst_n)
        cs <= IDLE;
      else 
        cs <= ns;  
   end 
   always @(*)begin
      case(cs)
        IDLE : begin
            if(~SS_n)
              ns = CHK_CMD;
            else
              ns = IDLE;   
        end
        CHK_CMD : begin
            if(SS_n == 0 && MOSI == 0)
              ns = WRITE;
            else if(SS_n == 0 && MOSI == 1 && C_READ == 0)  
              ns = READ_ADD;
            else if(SS_n == 0 && MOSI == 1 && C_READ == 1)  
              ns = READ_DATA;
            else
              ns = IDLE;  
        end
        WRITE : begin
            if(SS_n)
              ns = IDLE;
            else
              ns = WRITE;  
        end
        READ_ADD : begin
            if(SS_n)
              ns = IDLE;
            else 
              ns = READ_ADD;  
        end
        READ_DATA : begin
            if(SS_n)
              ns = IDLE;
            else
              ns = READ_DATA;  
        end
        default : ns = IDLE;
      endcase 
   end
   always@(posedge clk,negedge rst_n)begin
      if(~rst_n)begin
        MISO <= 0;
        rx_data <= 0;
        C_READ <= 0;
        count_add <= 0;
        count_data <= 0;
      end
      else begin
        case(cs)
          IDLE : begin
            MISO <= 0;
            rx_data <= 0;
            count_add <= 0;
            count_data <= 0;
          end
        WRITE : begin
            if(count_add < 10)begin
                rx_data[9-count_add] <= MOSI;
                count_add <= count_add + 1;
            end
        end
        READ_ADD : begin
            if(count_add < 10)begin
                rx_data[9-count_add] <= MOSI;
                count_add <= count_add + 1;
            end
            if(count_add == 10)
                C_READ <= 1;
        end
        READ_DATA : begin
           if(count_add < 10)begin
                rx_data[9-count_add] <= MOSI;
                count_add <= count_add + 1;
           end
           if(tx_valid && count_add == 10)begin
              if(count_data < 8)begin
                MISO <= tx_data[7-count_data];
                count_data <= count_data + 1;
                C_READ <= 0;
              end
              else begin
                MISO <= 0;
              end
           end
        end  
        default : begin
        MISO <= 0;
        count_add <= 0;
        count_data <= 0;
        rx_data <= 0;
        C_READ <= 0;            
        end        
        endcase
      end
   end 
   assign rx_valid = ((cs == WRITE || cs == READ_ADD) && count_add == 10)?1:0;
endmodule
module SPI_Wrapper(clk,rst_n,MOSI,MISO,SS_n);
  input clk,rst_n,MOSI,SS_n;
  output MISO;
  wire rx_valid,tx_valid;
  wire [9:0] rx_data;
  wire [7:0] tx_data;
  RAM_SPI ram_inst(.clk(clk),.rst_n(rst_n),.din(rx_data),.rx_valid(rx_valid),.dout(tx_data),.tx_valid(tx_valid));
  SPI_Slave DUT_2(.clk(clk),.rst_n(rst_n),.MOSI(MOSI),.MISO(MISO),.SS_n(SS_n),.rx_data(rx_data),.rx_valid(rx_valid),
                  .tx_data(tx_data),.tx_valid(tx_valid));
endmodule
==> flow/run.sh <==
#!/bin/bash
# OpenROAD 26Q1-2900-gdf79404cd8, Yosys 0.63+post, stock flow scripts
make -C /OpenROAD-flow-scripts/flow DESIGN_CONFIG=/design/flow/config.mk WORK_HOME=/design/flow/orfs finish
==> flow/config.mk <==
export PLATFORM = sky130hd
export DESIGN_NAME = SPI_Wrapper
export DESIGN_NICKNAME = SPI_Wrapper
export VERILOG_FILES = /design/flow/design.v
export SDC_FILE = /design/flow/constraint.sdc
export NUM_CORES = 4
export LEC_CHECK = 1
export CORE_UTILIZATION = 50
==> flow/constraint.sdc <==
current_design SPI_Wrapper

set clk_period 44.0
set clk_io_pct 0.2

create_clock -name clk0 -period $clk_period [get_ports {clk}]

set non_clock_inputs [all_inputs -no_clocks]
set_input_delay [expr $clk_period * $clk_io_pct] -clock clk0 $non_clock_inputs
set_output_delay [expr $clk_period * $clk_io_pct] -clock clk0 [all_outputs]
==> flow_summary_export.csv <==
group,metric,value,unit
cells_and_area,fill_cells,11900,
clock_tree,ctsResizeCount,0,
clock_tree,cts_sinks,2090,
pwr,p_comb_share,0.2,%
final_timing,slew_violations,0,
hold_path,min_path_cells,2,
clock_tree,ctsHtreeMaxLevel,4,
placement,port_buffers,4,
job,warnings,34,
cells_and_area,final_cell_mix,"2,048 x edfxtp_1, 449 x mux4_2, 318 x nor2_1",
final_timing,tightest_slew,1.02,ns
placement,place_hpwl,145,mm
logic_synthesis,syn_inst,4017,
critical_path,r2r-end,"ram_inst.dout[3]",
critical_path,rr_startpoint,"ram_inst.addr[1]",
logic_synthesis,synth-main-ff-cell,"edfxtp_1",
pwr,p_int,3.12,mW
routing,vias,41200,
die,io_pins,5,
clock_tree,clock_path_buffers,3,
final_timing,hold_viol,0,
logic_synthesis,ys_cells,4017,
final_timing,min_period,11.40,ns
critical_path,cp_max_fo,26,
die,die-width,407,um
pwr,peakVddDrop,48.3,uV
logic_synthesis,ys_seq_elements,2090,
clock_tree,numCtsBuffers,203,
pwr,power.density,42.4,mW/mm^2
final_timing,rsz0062_at_grt,"no",
final_timing,slew-limit-headroom,30.2,%
final_timing,min_period_over_period,25.9,%
routing,drt-vias-per-instance,6.34,
global_route,grt_max_degree,101,
die,fp-row-count,148,
critical_path,endpoint_kind,"register",
clock_tree,cts-root-buf,"clkbuf_16",
clock_tree,tritoncts,"built",
logic_synthesis,synth_warnings,3,
logic_synthesis,ys_async_sr_fraction,1.20,%
placement,gp_congestion,0.953,
global_route,grt_remaining_overflow,0,
placement,dp_slack,31.78,ns
critical_path,critPathLaunchType,"input port",
logic_synthesis,postSynthSeqShare,76.2,%
routing,drt-total-wl,231,mm
cells_and_area,fin_util,56.1,%
cells_and_area,syn2layout_area_growth,11.4,%
critical_path,reg2regPathDepth,9,
logic_synthesis,top_cells_by_area,"edfxtp_1 75%, mux4_2 12%, mux2i_1 2.6%, nor2_1 1.5%, dfrtp_1 0.73%",
critical_path,worstSetupPathType,"in2reg",
logic_synthesis,netlist_area,0.0819,sq mm
routing,drtIter0Drc,3228,
global_route,grt.total_usage,32.4,%
die,core,0.163,sq mm
critical_path,required,44.45,ns
logic_synthesis,synthDistinctLibCells,70,
global_route,grt_pass1_wl,329,mm
pwr,power_frac_seq,55.7,%
critical_path,worstPathArrival,11.85,ns
logic_synthesis,synth_top_area_share,75.1,%
status,status,"finished clean",
hold_path,min_to,"ram_inst.tx_valid",
routing,drt-pass1-iter-count,5,
cells_and_area,lay_top_count,"edfxtp_1",
logic_synthesis,syn_avg_cell_area,20.4,sq um
final_timing,whs,0.472,ns
final_timing,clock_skew,0.0411,ns
hold_path,hold_path.startpoint,"ram_inst.tx_valid",
routing,wl_per_cell,35.5,um
cells_and_area,drive_gt1_share,22.4,%
final_timing,finalSetupViolations,0,
pwr,finalPower,3.87,mW
pwr,leakage,26.7,nW
logic_synthesis,enable_flop_cells,2048,
final_timing,fin_tns_setup,0,ns
clock_tree,hold_buffers,0,
routing,drc_errors,0,
final_timing,finalWorstSetupSlack,32.60,ns
routing,drtAntennaViolNets,0,
die,fp_util,50.3,%
hold_path,holdCritPathClass,"reg2reg",
global_route,grt_pass1_vias,45400,
logic_synthesis,yosysTopAreaCell,"edfxtp_1",
critical_path,crit_path_start,"rst_n",
clock_tree,postCtsSetupBuffers,0,
die,die_h,407,um
final_timing,fmax,87.7,MHz
pwr,clockPowerShare,44.1,%
pwr,p_sw_share,19.4,%
clock_tree,clk_latency,0.84,ns
clock_tree,cts.clk_slew.worst_paths,0.06,ns
pwr,switchingPower,0.748,mW
logic_synthesis,ys_area,0.0819,sq mm
job,drv_cap,0,
critical_path,r2r_slack,38.48,ns
global_route,antenna_found_initial,10,
die,die-area,0.165,sq mm
[sequential cells by signal (all words and copies together), names as in the netlist]
register,flops
ram_inst.mem,2048
DUT_2.rx_data,10
DUT_2.count_data,4
ram_inst.tx_valid,1
DUT_2.MISO,1
DUT_2.count_add,4
DUT_2.cs,5
ram_inst.dout,8
ram_inst.addr,8
DUT_2.C_READ,1
[cell usage after synthesis, types with 5 or more instances]
cell	count
edfxtp_1	2048
mux4_2	449
nor2_1	321
mux2i_1	209
nand2_1	137
buf_2	97
clkbuf_1	61
a22oi_1	60
o21ai_0	58
a21oi_1	46
buf_4	46
nand3_1	45
o22ai_1	41
nor2b_1	26
dfrtp_1	24
a211oi_1	20
a221oi_1	20
nor3_1	20
a31oi_1	19
a22o_1	18
mux2_2	18
buf_6	17
dfxtp_1	17
ha_1	14
mux4_1	12
nand4_1	12
inv_1	11
a2111oi_0	10
and2_1	10
and3_1	10
nand2b_1	10
buf_1	7
o21ai_1	7
or3_1	7
nor3b_1	5
nor4_1	5
o2111ai_1	5
o211ai_1	5
o32ai_1	5
[layer usage]
metal / track usage [%] / wire length, um
met4: 9.37 / 8990
met1: 41.6 / 72100
met5: 3.78 / 708
met2: 43.0 / 103000
met3: 27.7 / 46000
[area by class of cell]
cell class / instances / area, sq um / share of cell area [%]
Tap cell: 2175 / 2720 / 2.98
Timing Repair Buffer: 156 / 1280 / 1.40
Clock buffer: 246 / 5310 / 5.82
Antenna cell: 4 / 10.0 / 0.0110
Multi-Input combinational cell: 1685 / 18200 / 19.9
Sequential cell: 2090 / 62500 / 68.5
Inverter: 12 / 45.0 / 0.0494
Clock inverter: 138 / 1220 / 1.34
[power groups by stage]
stage	Clock, mW	Sequential [mW]	Combinational [mW]
global route	1.80	2.15	0.00940
CTS	1.73	2.15	0.00863
finish	1.70	2.15	0.00862
[worst max-delay path: stages]
cell	delay [ns]
buf_2	0.37
buf_4	0.41
and4b_1	0.32
and2_1	0.55
nand2_1	0.63
nor2_1	0.74
[how the worst max path moves through the flow]
stage	cells past startpoint	slack, ns	end
CTS	6	32.66	ram_inst.mem[64][3]
global route	6	32.39	ram_inst.mem[65][3]
finish	6	32.60	ram_inst.mem[64][3]
[cells by family (layout without fill, tap and decap cells)]
kind of cell	after synthesis	after routing	share of synthesized area [%]
AND-OR/OR-AND	351	351	2.95
XOR/XNOR	4	4	0.0428
adder cells (fa/ha/maj)	14	14	0.214
buffers and inverters	242	552	1.66
flip-flops	2090	2090	76.2
multiplexers	688	688	15.5
other	0	4	0
AND/OR/NAND/NOR	628	628	3.36
[per-stage QoR]
step / area [sq um] / instances
finish: 91300 / 6506
detailed placement: 84700 / 6118
floorplan: 81900 / 4017
global placement: 84700 / 6118
CTS: 91300 / 6502
global route: 91300 / 6503
Power and IR drop assume default switching activity.
